## ./run.sh

```bash
#!/bin/bash
# OpenROAD 26Q1-2900-gdf79404cd8, Yosys 0.63+post, stock flow scripts
make -C /OpenROAD-flow-scripts/flow DESIGN_CONFIG=/design/flow/config.mk WORK_HOME=/design/flow/orfs finish
```

## ./config.mk

```make
export PLATFORM = sky130hd
export DESIGN_NAME = part3
export DESIGN_NICKNAME = part3
export VERILOG_FILES = /design/flow/design.v
export SDC_FILE = /design/flow/constraint.sdc
export NUM_CORES = 4
export LEC_CHECK = 1
export CORE_AREA = 10 10 70 70
export DIE_AREA = 0 0 80 80
```

## ./constraint.sdc

```tcl
current_design part3

set clk_period 1.0
set clk_io_pct 0.2

create_clock -name clk0 -period $clk_period [get_ports {KEY}]

set non_clock_inputs [all_inputs -no_clocks]
set_input_delay [expr $clk_period * $clk_io_pct] -clock clk0 $non_clock_inputs
set_output_delay [expr $clk_period * $clk_io_pct] -clock clk0 [all_outputs]
```

## ./design.v

```verilog
module part3(SW, KEY, LEDR);
	input [3:0] KEY;
	input [9:0] SW;
	output [9:0] LEDR;
	wire clk, reset_n, shift, load_n, ASR;
	wire w_asr;
	wire [7:0] w;
	assign clk = KEY[0];
	assign load_n = KEY[1];
	assign shift = KEY[2];
	assign ASR = KEY[3];
	assign reset_n = SW[9];
	ASRcircuits asr(.ASR(ASR), .first(SW[7]), .m(w_asr));
	shifterBit shifter0(.in(w_asr), .shift(shift), .load_val(SW[7]), .load_n(load_n), .clock(clk), .reset_n(reset_n), .out(w[7]));
	shifterBit shifter1(.in(w[7]), .shift(shift), .load_val(SW[6]), .load_n(load_n), .clock(clk), .reset_n(reset_n), .out(w[6]));
	shifterBit shifter2(.in(w[6]), .shift(shift), .load_val(SW[5]), .load_n(load_n), .clock(clk), .reset_n(reset_n), .out(w[5]));
	shifterBit shifter3(.in(w[5]), .shift(shift), .load_val(SW[4]), .load_n(load_n), .clock(clk), .reset_n(reset_n), .out(w[4]));
	shifterBit shifter4(.in(w[4]), .shift(shift), .load_val(SW[3]), .load_n(load_n), .clock(clk), .reset_n(reset_n), .out(w[3]));
	shifterBit shifter5(.in(w[3]), .shift(shift), .load_val(SW[2]), .load_n(load_n), .clock(clk), .reset_n(reset_n), .out(w[2]));
	shifterBit shifter6(.in(w[2]), .shift(shift), .load_val(SW[1]), .load_n(load_n), .clock(clk), .reset_n(reset_n), .out(w[1]));
	shifterBit shifter7(.in(w[1]), .shift(shift), .load_val(SW[0]), .load_n(load_n), .clock(clk), .reset_n(reset_n), .out(w[0]));
	assign LEDR[7:0] = w[7:0];
endmodule
module ASRcircuits(ASR, first, m);
	input ASR, first;
	output m;
	reg m;
	always @(*)
	begin
		if(ASR == 1'b1)
			m <= first;
		else
			m <= 1'b0;
	end
endmodule
module shifterBit(in, shift, load_val, load_n, clock, reset_n, out);
	input in, shift, load_val, load_n, clock, reset_n;
	output out;
	wire out_w;
	assign out_w = out;
	wire w1, w2;
	mux2to1 mux1(.x(out_w), .y(in), .s(shift), .m(w1));
	mux2to1 mux2(.x(load_val), .y(w1), .s(load_n), .m(w2));
	flipflop f(.d(w2), .q(out), .clock(clock), .reset_n(reset_n));
endmodule
module mux2to1(x, y, s, m);
	input x, y;
	input s;
	output m;
	assign m = x * ~s + y * s;
endmodule
module flipflop(d, q, clock, reset_n);
	input d;
	input clock;
	input reset_n;
	output q;
	reg q;
	always @(posedge clock)
	begin
		if(reset_n == 1'b0)
			q <= 1'b0;
		else
			q <= d;
	end
endmodule
```

==> impl_metrics.py <==
# Flow results
metrics = {
    "synth": {
        "ys_chip_area_sq_um": 434.2,
        "ys.warnings.count": 4,
        "yosys.stat.seqShare_pct": 36.89,
        "syn_inst": 46,
        "ys.flops": 8,
        "syn_area_sq_um": 434.2,
        "synth.avg_cell_area_sq_um": 9.438,
        "ys_cells": 46,
        "synth_cell_types": 12,
    },
    "route": {
        "drc": 0,
        "avgViaCountPerCell": 3.422,
        "ant_nets": 0,
        "diodes": 0,
        "routed_wl_microns": 1279,
        "wire_per_inst_microns": 11.03,
        "vias": 397,
        "drt_iter0_drc": 18,
        "first_pass_iters": 4,
    },
    "final_layout": {
        "fillers": 377,
        "mostFrequentLayoutCells": "clkbuf_4 (9), dfxtp_2 (8), clkdlybuf4s50_1 (8), clkdlybuf4s15_1 (8)",
        "lay_top_count": "clkbuf_4",
        "syn_to_final_growth_pct": 70.32,
        "final_layout_size_suffix_gt1_share_pct": 40.00,
    },
    "cts": {
        "clk_latency_ns": 0.22,
        "holdBufCountCts": 0,
        "cts_tree": "done",
        "clkSlewWorstSetupHoldPaths_ns": 0.04,
    },
    "place": {
        "port_buffers": 17,
        "gp_congestion": 0.6893,
        "hpwl_microns": 986.2,
    },
    "power_and_ir_drop": {
        "powerDensity_mw_per_mm2": 3212,
        "ir_drop_mv": 0.6304,
        "finalPower_mw": 2.375,
        "power.leakage_nw": 0.3199,
    },
    "grt": {
        "grt_pass1_wl_microns": 2125,
        "grt_antenna_before_repair": 0,
        "grt-ovfl-total": 0,
        "first_global_vias": 604,
        "grt_use_total_pct": 4.504,
        "grt_max_degree": 10,
    },
    "die": {
        "row_count": 21,
        "core_area_sq_mm": 0.003416,
        "dieHeight_microns": 80,
        "die_x_microns": 80,
        "die-area_sq_mm": 0.006400,
        "pin_count": 24,
        "fp-utilization_pct": 12.71,
    },
    "critical_path": {
        "crit_buf_inv": 1,
        "crit_path_max_fanout": 2,
        "cp.required_ns": 0.80,
        "worstSetupEndpointType": "primary output",
        "r2r_setup_slack_ns": 0.24,
        "worstPathCellList": "clkdlybuf4s15_1",
        "crit_path_max_incr_delay_ns": 0.32,
        "slowest_stage": "dfxtp_2",
        "start_kind": "flop",
        "critical_path_arrival_ns": 0.72,
        "crit_family": "flip-flops",
        "path_class": "reg2out",
    },
    "final_timing": {
        "hold_ws_ns": -0.03350,
        "post-route-period-util_pct": 91.60,
        "hold_viol": 1,
        "rsz0062_at_grt": "false",
        "maxSlewViolCount": 0,
        "finalClockSkew_ns": 0,
        "finalCriticalPeriod_ns": 0.9160,
        "finalSetupViolations": 0,
        "maxClockFrequency_mhz": 1092,
    },
    "run_status": {
        "violations": "negative hold slack",
        "status": "finished with violations",
    },
    "worst_hold_path": {
        "hp-class": "clk2reg",
    },
    "job": {
        "max_cap_violations": 0,
        "warnings": 123,
    },
}
power breakdown:
group / total (mW) / switching [mW] / internal [mW]
clock: 1.47 / 0.500 / 0.968
combinational: 0.371 / 0.0841 / 0.287
sequential: 0.537 / 0.0579 / 0.479
repair_timing:
item,CTS,global route
endpoints found under the setup margin,8,5
resized,24,1
setup buffers,1,0
area by class of cell:
class                           count  area [sq um]  area share [%]
Timing Repair Buffer               24         225.2           30.46
Multi-Input combinational cell     27         180.2           24.37
Sequential cell                     8         170.2           23.01
Clock buffer                       11         106.4           14.38
Tap cell                           46         57.56           7.783
per-layer routing:
layer / share of wire, % / track usage, %
met1: 34 / 2.746
met2: 47 / 4.494
met3: 14 / 6.932
met4: 4.6 / 6.338
met5: 0 / 0
cell families (layout without fill, tap and decap cells):
family,after synthesis,after routing,share of synthesized area [%]
buffers and inverters,12,35,22.48
other,1,2,0.8637
muxes,7,7,16.14
AOI/OAI and AO/OA,16,16,20.75
and+or+nand+nor,2,2,2.881
DFF,8,8,36.89
worst paths after layout:
kind	from	endpoint	cells after the start
setup / recovery	flop	LEDR[6]	1
hold / removal	KEY[3]	flop	2
setup reg to reg	flop	flop	3
hold reg to reg	flop	flop	2
Yosys cell counts (all sizes together):
| master | count | share of area, % |
|---|---|---|
| a21boi | 1 | 2.6 |
| a21oi | 7 | 8.1 |
| buf | 12 | 22 |
| conb | 1 | 0.86 |
| dfxtp | 8 | 37 |
| mux2i | 7 | 16 |
| nand2 | 1 | 0.86 |
| nand4b | 1 | 2.0 |
| o21ai | 8 | 10 |
metrics by stage:
step | area [sq um] | util, % | setup TNS (ns) | setup WS, ns | std cells
after global routing | 739.5 | 21.65 | 0 | 0.007000 | 116
after CTS | 737.0 | 21.58 | 0 | 0.03618 | 116
after floorplan | 437.9 | - | 0 | 0.05943 | 47
after global placement | 613.1 | 17.95 | -0.9281 | -0.1286 | 104
final | 739.5 | 21.65 | 0 | 0.08397 | 116
after detailed placement | 613.1 | 17.95 | -1.180 | -0.1614 | 104
Power figures rest on the tool's default switching activity, not on a simulated workload.
