==> /design/flow/design.v <==
module Detect_Crash(
		input clr,
		input [9:0] bird_y,
		input [9:0] pillar1_x,
		input [9:0] pillar1_y,
		input [9:0] pillar2_x,
		input [9:0] pillar2_y,
		input [9:0] pillar3_x,
		input [9:0] pillar3_y,
		output game_over
		);
			wire crash;
			wire [9:0] bird_x;
			assign bird_x = 10'd80;
			assign check_crash = (
						(((bird_y + 10'd6 >= pillar1_y + 10'd35) | (bird_y - 10'd6 >= pillar1_y - 10'd35)) &
							((bird_x + 10'd15 >= pillar1_x - 10'd30) & (bird_x - 10'd15 <= pillar1_x + 10'd30))) |
						(((bird_y + 10'd6 >= pillar2_y + 10'd35) | (bird_y - 10'd6 >= pillar2_y - 10'd35)) &
							((bird_x + 10'd15 >= pillar2_x - 10'd30) & (bird_x - 10'd15 <= pillar2_x + 10'd30))) |
						(((bird_y + 10'd6 >= pillar3_y + 10'd35) | (bird_y - 10'd6 >= pillar3_y - 10'd35)) &
							((bird_x + 10'd15 >= pillar3_x - 10'd30) & (bird_x - 10'd15 <= pillar3_x + 10'd30))) |
						(bird_y + 10'd6 >= 10'd480) | (bird_y - 10'd6 <= 10'd0)
						);
			assign game_over =
						(!clr) ? 0:
						(check_crash) ? 1:
						0;
endmodule
==> /design/flow/run.sh <==
#!/bin/bash
# OpenROAD 26Q1-2900-gdf79404cd8, Yosys 0.63+post, stock flow scripts
make -C /OpenROAD-flow-scripts/flow DESIGN_CONFIG=/design/flow/config.mk WORK_HOME=/design/flow/orfs finish
==> /design/flow/config.mk <==
export PLATFORM = sky130hd
export DESIGN_NAME = Detect_Crash
export DESIGN_NICKNAME = Detect_Crash
export VERILOG_FILES = /design/flow/design.v
export SDC_FILE = /design/flow/constraint.sdc
export NUM_CORES = 4
export LEC_CHECK = 1
export CORE_AREA = 10 10 112 112
export DIE_AREA = 0 0 122 122
==> /design/flow/constraint.sdc <==
current_design Detect_Crash

set clk_period 3.8
set clk_io_pct 0.2

create_clock -name clk0 -period $clk_period

set non_clock_inputs [all_inputs -no_clocks]
set_input_delay [expr $clk_period * $clk_io_pct] -clock clk0 $non_clock_inputs
set_output_delay [expr $clk_period * $clk_io_pct] -clock clk0 [all_outputs]
==> reports/metrics.cfg <==
[sta]
worst_slew_margin_rel_pct = 71.6
finalCriticalPeriod_ns = 4.08
finalWorstSetupSlack_ns = -0.280
finalMaxSlewViolations = 0
finalSetupViolCount = 1
fin_crit_sh_pct = 107
clock.fmax_mhz = 245
tightestPinTransition_ns = 0.422
finalHoldViolations = 0
setup_tns_ns = -0.280
rsz_0062_raised_after_global_routing = true

[setup_path]
critPathRequiredTime_ns = 3.04
critical_path.startpoint_type = input port
critical_path.endpoint_type = output pin
timing.critical_path.slowest_stage_cell = or4_4
path_class = in2out
worst-path-max-fanout = 4
sequence_of_cells_on_the_critical_path = buf_6 > or4_4 > or2_4 > a21oi_2 > xor2_1 > buf_4 > ha_1 > nor2b_1 > o21ai_0 > nand4_1 > a32oi_1 > a41oi_1 > buf_2
critPathArrivalTime_ns = 3.32
slowest_delay_ns = 0.53

[floorplan]
die_w_um = 122
design.die.area_um2 = 14900
initial_core_util_pct = 29.9
num_io_pins = 72
area_of_the_core_um2 = 10200
dieHeight_um = 122
placementRows = 37

[grt]
gr-total-overflow = 0
grt_pass1_vias = 3599
globalRouteTotalUtil_pct = 13.3
antenna_violations_before_repair = 0
grt_start_max_net_pins = 10
global_route_wire_length_before_repair_mm = 16.7

[synthesis]
synth_area_in_xor_xnor_pct = 18.3
synth_stat.cells = 424
synth.area.top_cells = ha_1, xnor2_1, xor2_1
dominant_kind_of_combinational_cell = adder cells
ys_top_cells_by_count = ha_1, xnor2_1, xor2_1, nor2_1
synthCells = 424
synth-warning-count = 1
netlist.top_cell.by_instances = ha_1
yosys.area_share.adder_pct = 30.2
ys_types = 44
synthesis.area_um2 = 3060
netlist.area_leader.share_pct = 30.2
post_synth_ao_oa_area_fraction_pct = 24.0
post-synth-top-area-cell = ha_1
postSynthSeqShare_pct = 0
synth.cellmix.simpleShare_pct = 21.3
ys_area_um2 = 3060
syn-mean-instance-area_um2 = 7.22
synth.mux.area_fraction_pct = 0

[drt]
antenna-diode-count = 0
routed_wire_length_per_instance_um = 13.7
first_iter_violations = 156
detail-route-antenna-nets = 0
via_density = 5.09
vias = 3699
dr.pass1.iters = 4
drt_drc_violations_left = 0
drt_wl_total_mm = 9.97

[run_status]
failed_checks = negative setup slack
status = complete, but fails checks

[placed_design]
place_inst = 719
port_buffers = 72
place_congestion = 0.986
hpwl_mm = 8.46
dpl-instance-area_um2 = 4700

[final_layout]
synthToLayoutAreaGrowth_pct = 65.0
nFlopsAndLatches = 0
register_area_um2 = 0
clock_buffer_count = 0
final_area_um2 = 5050
post_layout_nonfiller_instances = 727
final_layout_size_suffix_gt1_share_pct = 29.4

[power_and_ir_drop]
ir_worst_vdd_v = 0.0000615
p_per_area_nw_per_um2 = 131
power_leakage_nw = 2.24
design_power_total_uw = 660

[job]
drv.max_cap_violation_count = 0
tool_warnings = 44

[min_path]
worstHoldPathType = in2out

==> layout make-up <==
class / instances / area, um2
Fill cell: 946 / 5180
Inverter: 25 / 93.8
Multi-Input combinational cell: 376 / 3200
Tap cell: 136 / 170
Timing Repair Buffer: 190 / 1590
==> metrics by stage <==
| stage | util, % | worst slack (ns) | hold WS, ns |
|---|---|---|---|
| after floorplan | - | 0.00665 | 1.57 |
| after global placement | 45.9 | -1.09 | 2.45 |
| after detailed placement | 45.9 | -1.06 | 2.43 |
| after CTS | 48.6 | -0.259 | 2.12 |
| after global routing | 49.4 | -0.454 | 2.17 |
| final | 49.4 | -0.280 | 2.12 |
==> critical path: cells and delay by family <==
family | cells | cell delay [ns]
simple gates | 4 | 1.06
compound gates | 4 | 0.64
xor+xnor | 1 | 0.21
fa+ha+maj | 1 | 0.23
buf+inv | 3 | 0.40
==> per-layer routing <==
layer / track usage, % / wire length, um / vias up
met5: 0 / 0 / -
met4: 1.56 / 108 / 0
met3: 1.60 / 458 / 8
met2: 21.0 / 4370 / 76
met1: 19.5 / 5030 / 1694
li1: - / - / 1921
==> cells by family after synthesis <==
kind of cell | count (synthesis)
AND-OR/OR-AND | 111
XOR/XNOR | 64
adder cells (fa/ha/maj) | 74
buffers and inverters | 48
AND/OR/NAND/NOR | 127
==> placed cells by master (no fill, tap or decap), types with 4 or more instances in the layout <==
master,instances
a211oi_1,5
buf_4,115
o41ai_1,4
buf_6,5
ha_1,67
a31oi_1,8
xnor2_1,30
ha_4,5
nand2b_1,10
o2111ai_1,5
nor4_1,6
inv_1,23
nand2_1,26
a21oi_2,5
clkdlybuf4s50_1,50
dlygate4sd2_1,8
nor3_1,12
o21ai_1,4
a21oi_1,22
xor2_1,26
o21a_1,7
nor2_1,24
nand4_1,12
o21ai_0,20
xor2_2,6
nand3_1,5
dlymetal6s2s_1,4
==> worst paths after layout <==
check | start | end | slack, ns | cells past startpoint
max | bird_y[6] | game_over | -0.28 | 13
min | clr | game_over | 2.12 | 4
==> repair_timing <==
action                                  CTS  global route
hold buffers                              0             0
buffers inserted                          6             2
resized                                  84            26
pin swaps                                28            20
endpoints found under the setup margin    1             1
==> report_power, final <==
| group | switching (mW) | internal [mW] |
|---|---|---|
| Sequential | 0 | 0 |
| Combinational | 0.313 | 0.347 |
| Clock | 0 | 0 |
